<file path="design/flow/design.v">
`timescale 1ns / 1ps
module Traffic_light(
	input button_bressed, clk, reset,
	output green_led, yellow_led, red_led
    );
	reg [2:0]state_reg, state_nxt;
	reg [31:0]delay;
	wire timeout;
	delay_s uut (
		.delay(delay), 
		.reset(reset), 
		.clk(clk), 
		.timeout(timeout)
	);
	wire button_state;
	debounce uut1 (
		.button_bressed(button_bressed), 
		.clk(clk), 
		.reset(reset), 
		.button_state(button_state)
	);
	always @(posedge clk, posedge reset)
		if(reset)
			state_reg<=3'b000;
		else if(timeout|| state_nxt == 3'b011)
			state_reg<=state_nxt; 
	reg Green, Red, Yellow;
	always @*
		case(state_reg)
			3'b000:
			begin
				delay<=0;
				Green <= 1'b1;
				Yellow <= 1'b0;
				Red <= 1'b0;
			end
			3'b001:
			begin
				delay<=15000;
				Green <= 1'b0;
				Yellow <= 1'b1;
				Red <= 1'b0;
			end
			3'b010:
			begin
				delay<=30000;
				Green <= 1'b0;
				Yellow <= 1'b0;
				Red <= 1'b1;
			end
			3'b011:
			begin
			end
			3'b100:
			begin
				delay<=30000;
				Green <= 1'b0;
				Yellow <= 1'b0;
				Red <= 1'b1;
			end
		endcase
	always @*
		if(state_reg == 3'b000 &&  button_state)
			state_nxt<=3'b001;
		else if(state_reg == 3'b001)
			state_nxt<=3'b010;
		else if(state_reg == 3'b010 &&  button_state)
		begin
			state_nxt<=3'b011;
		end
		else if(state_reg == 3'b010)
			state_nxt<=3'b000;
		else if(state_reg == 3'b011)
			state_nxt<=3'b100;
		else if(state_reg == 3'b100)
			state_nxt<=3'b000;
		else state_nxt <= state_reg;
	assign green_led = Green;
	assign yellow_led = Yellow;
	assign red_led = Red;
endmodule
`timescale 1ns / 1ps
module debounce(
	input button_bressed, clk, reset,
	output button_state
    );
	reg [1:0]state_reg, state_nxt;
	reg button;
	reg [31:0]delay;
	wire timeout;
	delay_s uut (
		.delay(delay), 
		.reset(reset), 
		.clk(clk), 
		.timeout(timeout)
	);
	always @(posedge clk, posedge reset)
		if(reset)
			state_reg<=2'b00;
		else if(timeout)
			state_reg<=state_nxt; 
	always @*
		case(state_reg)
			2'b00:
			begin
				delay<=0;
				button<=0;
			end
			2'b01:
			begin
				delay<=20;
			end
			2'b10:
			begin
				delay<=0;
				button<=1;
			end
			2'b11:
			begin
				delay<=20;
			end
		endcase
	always @*
		if(state_reg==2'b00 && button_bressed)
			state_nxt<=2'b01;
		else if(state_reg==2'b01 && !button_bressed && timeout)
			state_nxt<=2'b00;
		else if(state_reg==2'b01 && button_bressed && timeout)
			state_nxt<=2'b10;
		else if(state_reg==2'b10 && !button_bressed)
			state_nxt<=2'b11;
		else if(state_reg==2'b11 && button_bressed && timeout)
			state_nxt<=2'b10;
		else if(state_reg==2'b11 && !button_bressed && timeout)
			state_nxt<=2'b00;
		else 
			state_nxt<=state_reg;
	assign button_state= button;
endmodule
`timescale 1ns / 1ps
module delay_s (
	input [31:0]delay,
	input reset,clk,
	output timeout
    );
	localparam [31:0]frequency = 50000000;
	localparam [31:0]one_ms_value    = frequency/1000;
	reg [31:0] ms_reg;
	wire[31:0] ms_nxt;
	reg [31:0] seconds_reg;
	wire[31:0] seconds_nxt;
	wire one_second_pass_flag;	 
	always @(posedge clk, posedge reset)
		if(reset)
			ms_reg <= 0;
		else 
			ms_reg <= ms_nxt;
	always @(posedge clk, posedge reset)
		if(reset)
			seconds_reg<=0;
		else 
			seconds_reg<=seconds_nxt;
	assign one_second_pass_flag = (one_ms_value==ms_reg)? 1'b1: 1'b0;
	assign timeout = (seconds_reg == delay);
	assign ms_nxt = ((seconds_reg == delay || one_ms_value == ms_reg )? 0 : ( ms_reg + 1));
	assign seconds_nxt = (seconds_reg == delay)? 0 : ((one_second_pass_flag == 1)? seconds_reg+1: seconds_reg);
endmodule
</file>
<file path="design/flow/config.mk">
export PLATFORM = sky130hd
export DESIGN_NAME = Traffic_light
export DESIGN_NICKNAME = Traffic_light
export VERILOG_FILES = /design/flow/design.v
export SDC_FILE = /design/flow/constraint.sdc
export NUM_CORES = 4
export LEC_CHECK = 1
export CORE_UTILIZATION = 50
</file>
<file path="design/flow/run.sh">
#!/bin/bash
# OpenROAD 26Q1-2900-gdf79404cd8, Yosys 0.63+post, stock flow scripts
make -C /OpenROAD-flow-scripts/flow DESIGN_CONFIG=/design/flow/config.mk WORK_HOME=/design/flow/orfs finish
</file>
<file path="design/flow/constraint.sdc">
current_design Traffic_light

set clk_period 4.3
set clk_io_pct 0.2

create_clock -name clk0 -period $clk_period [get_ports {clk}]

set non_clock_inputs [all_inputs -no_clocks]
set_input_delay [expr $clk_period * $clk_io_pct] -clock clk0 $non_clock_inputs
set_output_delay [expr $clk_period * $clk_io_pct] -clock clk0 [all_outputs]
</file>
==> impl_metrics.json <==
{
  "ir_drop_mv": 0.377,
  "cellPowerDensity_mw_per_mm2": 338,
  "instances_no_fill": 970,
  "ys_cells": 770,
  "post_cts_resized": 0,
  "post-synth-top-area-cell": "dfrtp_1",
  "drive_gt1_share_pct": 6.33,
  "crit_arrival_ns": 3.21,
  "dp.final_hpwl_mm": 9.47,
  "die.size.x_um": 123,
  "via_count_of_the_first_global_routing_pass": 5198,
  "initial_drt_markers": 340,
  "setup.reg_to_reg.worst_slack_ns": 1.37,
  "criticalPathCategory": "reg2reg",
  "final_common_cell": "dfrtp_1",
  "count_of_endpoints_without_a_timing_constraint": 10,
  "grt_antenna_before_repair": 0,
  "finalCriticalPeriod_ns": 2.93,
  "synth_cell_type_count": 48,
  "outcome": "complete, no violations",
  "slowest_delay_ns": 0.76,
  "timing.critical_path.cells": "inv_1 -> ha_1 -> or4b_1 -> a2111oi_0 -> nand4_1 -> nand2_1 -> buf_4 -> nor2_1",
  "power.combinational.fraction_pct": 1.1,
  "postSynth.asyncResetShare_pct": 95.2,
  "maxCapViolations": 0,
  "static-leakage-power_uw": 0.00355,
  "netlist_area_mm2": 0.00736,
  "post-route-period-util_pct": 68.1,
  "holdPathEnd": "uut.seconds_reg[31]$_DFFE_PP0N_",
  "cp-end-kind": "flop",
  "max-slew-margin-rel_pct": 42.7,
  "clockPowerShare_pct": 51.7,
  "whs_path_depth": 1,
  "maximum_operating_frequency_mhz": 341,
  "finalHoldViolCount": 0,
  "yosysChipArea_mm2": 0.00736,
  "ios": 6,
  "share_of_the_synthesized_area_in_the_top_cell_type_pct": 46.6,
  "power.switching_uw": 545,
  "layout.filler_cells": 1148,
  "buffer_ports.inserted": 5,
  "globalRouteOverflowTotal": 0,
  "critical_path_buf_inv_count": 2,
  "cts_max_level": 4,
  "antenna_violating_nets_post_route": 0,
  "core_area_mm2": 0.0141,
  "synthTopCellsByArea": "dfrtp_1 47%, xor2_1 8.0%, xnor2_1 5.4%, nor2_1 5.3%, nand4_1 4.8%",
  "design.die.area_mm2": 0.0152,
  "critPathMaxFanout": 31,
  "critical-path-top-delay-family": "simple AND/OR/NAND/NOR gates",
  "openroad.warnings": 31,
  "post-layout-total-power_uw": 2770,
  "r2r_end": "uut.ms_reg[17]$_DFF_PP0_",
  "slew_violations": 0,
  "critical_path.startpoint_type": "flop",
  "tightestPinTransition_ns": 0.838,
  "setup_tns_ns": 0,
  "reg2reg_depth": 8,
  "setup_repair_after_global_routing_missed_its_margin": "false",
  "clock_skew_ns": 0.00657,
  "cts.hold.buffers_added": 0,
  "dp_cells": 938,
  "routedWlPerCell_um": 15.0,
  "critical_path_required_ns": 4.58,
  "min_from": "uut.seconds_reg[31]$_DFFE_PP0N_",
  "holdCritPathClass": "reg2reg",
  "enable_flop_cells": 0,
  "num_antenna_cells": 0,
  "dieHeight_um": 123,
  "postSynthCellCount": 770,
  "clock_latency_ns": 0.41,
  "track_usage_pct": 21.4,
  "power.share.switching_pct": 19.7,
  "clock_tree.root_cell": "clkbuf_16",
  "timing.hold.ws_ns": 0.472,
  "drt-pass1-iter-count": 4,
  "number_of_endpoints_failing_setup_at_the_final_stage": 0,
  "drc_errors": 0,
  "area.growth.synth_to_final_pct": 11.3,
  "unclocked_regs": 7,
  "post_cts.repair.setup_buffers": 0,
  "placed_area_mm2": 0.00760,
  "ys.flops": 146,
  "clock_tree_from_tritoncts": "yes",
  "clkSlewWorstSetupHoldPaths_ns": 0.05,
  "p_seq_share_pct": 47.3,
  "initCoreUtil_pct": 52.2,
  "placementRows": 43,
  "internal_power_uw": 2220,
  "postRouteWirelength_mm": 14.5,
  "layout.cell_area.non_filler_mm2": 0.00819,
  "synth.yosys.warnings": 3,
  "synth_top_flop_cell": "dfrtp_1",
  "tritoncts.num_buffers": 17,
  "maximum_buffer_depth_of_the_clock_tree": 2,
  "place_congestion": 0.903,
  "commonest_non_fill_non_tap_cells_in_the_layout": "137 x dfrtp_1, 104 x nor2_1, 67 x xor2_1, 57 x nand4_1, 52 x nand3_1",
  "vias_per_cell": 5.72,
  "wire_length_of_the_first_global_routing_pass_mm": 24.9,
  "syn-mean-instance-area_um2": 9.55,
  "crit_slowest_cell": "a2111oi_0",
  "worstReg2RegStart": "uut.seconds_reg[0]$_DFFE_PP0N_",
  "grt_start_max_net_pins": 119,
  "route.vias.total": 5551
}
## power by group through the flow
stage     clock, µW  combinational [µW]  sequential, µW
4_1_cts        1470                31.9            1310
5_1_grt        1520                35.4            1310
6_report       1430                29.2            1310
## worst max-delay path by stage
stage	start	end	slack, ns	depth (start not counted)
CTS	uut.seconds_reg[0]$_DFFE_PP0N_	uut.ms_reg[17]$_DFF_PP0_	1.41	8
global route	uut.seconds_reg[0]$_DFFE_PP0N_	uut.ms_reg[17]$_DFF_PP0_	1.13	8
finish	uut.seconds_reg[0]$_DFFE_PP0N_	uut.ms_reg[17]$_DFF_PP0_	1.37	8
## stage by stage
stage          setup WS (ns)  utilization (%)
6_report                1.37             58.1
4_1_cts                 1.41             58.1
5_1_grt                 1.13             58.1
3_3_place_gp            1.61             53.9
2_1_floorplan           1.71                -
3_5_place_dp            1.43             53.9
## cell families (layout without fill, tap and decap cells)
group,Yosys count,in the layout,share of synthesized area (%)
muxes,4,4,0.578
adders and majority gates,8,8,1.36
xor gates and xnor gates,112,112,13.3
AOI/OAI and AO/OA,43,43,3.59
and+or+nand+nor,406,406,29.7
buffers and inverters,51,71,2.69
latches,7,7,1.43
DFF,139,139,47.3
## Yosys cell counts (all sizes together) (3+ instances only)
cell and number:
a211oi 3, a21oi 17, and2 5, and3 22, and4 15, buf 5
clkbuf 19, dfrtp 137, dlxtn 7, ha 8, inv 27, nand2 49
nand3 53, nand4 58, nor2 104, nor2b 5, nor3 27, nor4 31
o21a 3, o21ai 11, or2 4, or3 10, or4 14, xnor2 45
xor2 67
## layout make-up
class / instances / area [µm²] / area share (%)
tap: 180 / 225 / 2.75
multi-input combinational: 573 / 3570 / 43.6
clock inverter: 7 / 87.6 / 1.07
inverter: 27 / 105 / 1.28
clock buffer: 25 / 495 / 6.05
timing repair buffer: 12 / 115 / 1.41
sequential: 146 / 3590 / 43.8
## routing by layer
| metal | vias up | GRT usage (%) | part of all wire, % |
|---|---|---|---|
| li1 | 2748 | - | - |
| met1 | 2721 | 35.4 | 50 |
| met2 | 74 | 32.2 | 45 |
| met3 | 8 | 3.48 | 3.3 |
| met4 | 0 | 2.11 | 0.90 |
| met5 | - | 0 | 0 |
Power figures rest on the tool's default switching activity, not on a simulated workload.
